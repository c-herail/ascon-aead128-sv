## ./run.sh

```bash
#!/bin/bash
# OpenROAD 26Q1-2900-gdf79404cd8, Yosys 0.63+post, stock flow scripts
make -C /OpenROAD-flow-scripts/flow DESIGN_CONFIG=/design/flow/config.mk WORK_HOME=/design/flow/orfs finish
```

## ./config.mk

```make
export PLATFORM = sky130hd
export DESIGN_NAME = mux41
export DESIGN_NICKNAME = mux41
export VERILOG_FILES = /design/flow/design.v
export SDC_FILE = /design/flow/constraint.sdc
export NUM_CORES = 4
export LEC_CHECK = 1
export CORE_AREA = 10 10 84 84
export DIE_AREA = 0 0 94 94
```

## ./constraint.sdc

```tcl
current_design mux41

set clk_period 1.0
set clk_io_pct 0.2

create_clock -name clk0 -period $clk_period

set non_clock_inputs [all_inputs -no_clocks]
set_input_delay [expr $clk_period * $clk_io_pct] -clock clk0 $non_clock_inputs
set_output_delay [expr $clk_period * $clk_io_pct] -clock clk0 [all_outputs]
```

## ./design.v

```verilog
module mux41 #(parameter WIDTH = 32)(
    input  logic [1:0]       sel,
    input  logic [WIDTH-1:0] a,
    input  logic [WIDTH-1:0] b,
    input  logic [WIDTH-1:0] c,
    input  logic [WIDTH-1:0] d,
    output logic [WIDTH-1:0] s );
    always_comb begin
        unique case(sel)
            2'b00 : s = a;
            2'b01 : s = b;
            2'b10 : s = c;
            2'b11 : s = d;
        endcase
    end
endmodule : mux41
```

==> run summary <==
flow finished, numbers: vias post-DR=1212, worst rel slew slack=0.927, Log Warnings=35, initial antenna violation count=2, Max FO, Critical Path=5, Detail Route Antenna Nets=0, vias in the first global route=1466, fillers=525, Worst Slack Setup Final=-0.361 ns, crit path DAT=1.16 ns, GPL Wtd Cong=around 0.8, Cell Pwr Density=377 mW/mm^2, total power=approximately 900 uW, most used routing layer=met2, Hold Path Origin=d[28], final setup vio count=32, cell accounting for the most synthesized area=mux4_2, Main area contributors=mux4_2 83%, buf_12 7.4%, mux4_1 6.5%, buf_2 1.8%, buf_6 1.4%, clkbuf count=0, Post-CTS Hold Fix Bufs=0, register share after synthesis=0, IO Count=162, Site Rows=26, largest net degree at the start of global routing=11, Unique masters post-synth=5, DRC viols=0, share of cells above drive strength 1=0.418, WL per Instance=24.0 um, crit path launch type=primary input, first-pass GRT wire length=around 9.4 mm, failing checks=negative setup slack, Vias/cell=4.33, Die Span X=94 um, grt ovf=0, total of max-cap violations=0, post-synthesis cell count from yosys=39, final WL=6.71 mm, Syn Inst Count=39, LEAKAGE=1.15 nW, Max VDD drop=around 0.00018 V, Max Fclk=735 MHz, core area=0.00520 mm^2, period utilization=1.36, Flop area=0 um^2, CP Capture Type=output port, WS Path Type=in -> out, Final HPWL DP=5.69 mm, die area=0.00884 mm^2, GRT met1 Usage=0.173, max-slew violation count=0, yosys stat area=815 um^2, die height=94 um, RSZ-0062 raised after global routing=true, Worst setup startpoint=sel[0], status=finished with violations, Post-synth top cells=30 x mux4_2, 3 x buf_12, 3 x buf_2, 2 x mux4_1, 1 x buf_6, WP data required=0.80 ns, Tot GR Track Use=0.146, fin crit period=1.36 ns, slew of the pin with the lowest slew margin=0.110 ns, final tally of hold violations=0, Yosys warning total=1, Syn Area/Cell=about 21 um^2, Area growth, synth to finish=193%, Netlist Area Pre-Place=815 um^2, Initial Util=0.156, most frequent cell after synthesis=mux4_2, First-pass DRT Iterations=3, sequential cell count=0, M3 GR Usage=0.0428, HP Class=in -> out, port bufs=162, Hold WS=a little under 0.8 ns, grt met2 use=0.268, Area leader share=0.829, Initial DRC Count=24
## layout make-up
type / count / area, um^2 / area share
tap: 70 / 87.6 / 0.0367
antenna: 2 / 5.00 / 0.00210
multi-input combinational: 32 / 721 / 0.302
timing repair buffer: 176 / 1570 / 0.659
## timing repair
item | 4_1_cts | 5_1_grt
buffers inserted | 6 | 1
setup endpoints to repair | 32 | 32
resized | 269 | 4
cloned | 5 | 0
## routing by layer
metal  vias to the layer above  part of all wire
met1                       589              0.36
met3                         2             0.073
met2                        70              0.56
li1                        551                 -
met4                         0            0.0031
met5                         -                 0
## metrics by stage
step | instance area [um^2] | util | setup TNS, ns | setup WS, ns | instances
after floorplan | 823 | - | -2.75 | -0.0916 | 39
after global placement | 2480 | 0.476 | -28.58 | -0.927 | 267
after detailed placement | 2480 | 0.476 | -28.70 | -0.929 | 267
after CTS | 2390 | 0.459 | -10.46 | -0.373 | 278
after global routing | 2380 | 0.457 | -10.81 | -0.393 | 279
final | 2380 | 0.458 | -9.66 | -0.361 | 280
## logic make-up after synthesis
| group | count (synthesis) | synth area share |
|---|---|---|
| mux | 32 | 0.894 |
| buf+inv | 7 | 0.106 |
## critical path, stage by stage
cell,delay [ns]
buf_12,0.10
buf_12,0.11
buf_12,0.11
mux4_2,0.50
buf_2,0.13
## power by group
part	switching [mW]	internal, mW	total [mW]
Sequential	0	0	0
Combinational	0.238	0.660	0.898
Clock	0	0.000000267	0.000000267
Total	0.238	0.660	0.898
## layout by cell type (no fill, tap or decap)
cell / count
buf_6: 5
mux4_2: 32
buf_4: 3
buf_8: 1
diode_2: 2
buf_16: 3
clkdlybuf4s15_1: 1
buf_12: 6
buf_2: 36
dlygate4sd2_1: 120
bufbuf_16: 1
## worst paths after layout
| kind | cells past startpoint | endpoint |
|---|---|---|
| hold / removal | 3 | s[28] |
| setup / recovery | 5 | s[23] |
Power figures rest on the tool's default switching activity, not on a simulated workload.
