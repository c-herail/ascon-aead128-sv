`flow/config.mk`:
```
export PLATFORM = sky130hd
export DESIGN_NAME = data_reg
export DESIGN_NICKNAME = data_reg
export VERILOG_FILES = /design/flow/design.v
export SDC_FILE = /design/flow/constraint.sdc
export NUM_CORES = 4
export LEC_CHECK = 1
export CORE_UTILIZATION = 30
```
`flow/constraint.sdc`:
```
current_design data_reg

set clk_period 1.1
set clk_io_pct 0.2

create_clock -name clk0 -period $clk_period [get_ports {clk}]

set non_clock_inputs [all_inputs -no_clocks]
set_input_delay [expr $clk_period * $clk_io_pct] -clock clk0 $non_clock_inputs
set_output_delay [expr $clk_period * $clk_io_pct] -clock clk0 [all_outputs]
```
`flow/design.v`:
```
module data_reg #(parameter WIDTH = 32)(
    input  logic             clk,
    input  logic             rst_n,
    input  logic             en,
    input  logic [WIDTH-1:0] d,
    output logic [WIDTH-1:0] q );
    always_ff @(posedge clk, negedge rst_n) begin
        if (!rst_n) begin
            q <= '0;
        end
        else begin
            if (en == 1'b1) begin
                q <= d;
            end
        end
    end
endmodule : data_reg
```
`flow/run.sh`:
```
#!/bin/bash
# OpenROAD 26Q1-2900-gdf79404cd8, Yosys 0.63+post, stock flow scripts
make -C /OpenROAD-flow-scripts/flow DESIGN_CONFIG=/design/flow/config.mk WORK_HOME=/design/flow/orfs finish
```
==> run summary <==
Run status: finished, final reports clean
Period Utilization, post-route: 0.9676
Placed Cells: 183
Number of remaining DRC errors: 0
Latest clock arrival within the worst-skew pair: 0.28 ns
OpenROAD warning count: 25
Initial cell density of the core: 0.3246
Peak ir drop on the vdd network: 0.0007291 V
Data required time of the worst path: 0.88 ns
MaxCap Viol Count: 0
Seq cells post-synth: 32
Number of fillers in the final layout: 366
Average wire length per cell after detail routing: 13.08 um
DIE AREA: 4755 sq um
Delay contributed by the slowest stage of the critical path: 0.38 ns
Share of layout cells above drive strength 1: 0.4167
Count of antenna-violating nets left after detailed routing: 0
CP Max Fanout: 2
Post-synthesis sequential area ratio: 0.5953
Sum of internal, switching and leakage power: 2.926 mW
Count of endpoints failing setup in the final report: 0
Cell chain of the critical path: clkdlybuf4s15_1
Kind of capture point of the worst setup path: primary output
Wire length of the first global-routing pass: 4146 um
Clock tree from TritonCTS: done
Class of the worst hold path: input pin to asynchronous set/reset pin
Residual overflow from global routing: 0
Most flops, register: q
Detail Placement HPWL: 1822 um
Buffer levels on the longest clock path: 2
WP data arrival: 0.84 ns
Final number of hold-violating endpoints: 0
Total number of clock tree sinks: 32
Critical Path Start Type: flip-flop
Maximum clock frequency: 939.5 MHz
Worst-case hold slack: 0.3057 ns
Cell area power density: 1307 nW/um^2
Post-Syn Area per Cell: 19.78 sq um
H-tree depth: 2
Height of the die: 68.96 um
Category of cells accounting for the largest share of critical-path delay: flip-flops
Number of I/O port buffers: 66
Cell count in the Yosys report: 68
Total vias in the final route: 861
Total routing usage reported by global routing: 0.1239
Number of distinct library cells after synthesis: 5
Io pins: 67
Min Tclk post-route: 1.064 ns
Final routed wirelength across all metal layers: 2695 um
Sequential cell area: 800.8 sq um
Count of yosys warnings during synthesis: 1
CTS clock-pin slew for the worst setup and hold paths: 0.06 ns
Sum of buffers and inverters on the critical path: 1
Worst-path cell with the longest stage delay: dfrtp_1
Most frequent logic cell in the layout: clkdlybuf4s50_1
Chip Width: 68.96 um
Cell Area, Synth: 1345 sq um
Antenna cell count: 0
Hold_buf cts: 0
Critical path class: flip-flop to primary output
Beginning of the worst register-to-register path: q[26]
Clock Tree Root: clkbuf_8
Worst slew margin: 0.8847
Largest net degree at the start of global routing: 33
Count of non-filler cells in the finished layout: 206
Static leakage power: 1.060 nW
FP Rows: 23
Area of the synthesized netlist per yosys stat: 1345 sq um
Largest clock skew in the final design: 0 ns
Via count normalized by instance count: 4.180
Commonest cells after routing, fill and taps aside: 33 x clkdlybuf4s50_1, 32 x dfrtp_1, 30 x mux2_4
Number of flip-flops under the largest register name: 32
Multi-input combinational cell area: 473.0 sq um
Initial antenna violation count: 0
RD Place Congestion: 0.6855
Max-slew violation count: 0
Total core area: 4144 sq um
Number of DRC violations after detailed-routing iteration 0: 31
Synthesized netlist cell count: 68
Tightest Pin Transition: 0.1729 ns
Via count of the first global-routing pass: 869
First-pass DRT Iterations: 2
Area growth from synthesis to layout: 66.42%
Biggest regs: q x32
Worst setup startpoint: q[14]
Total CTS buffers: 5
metrics by stage:
step | cell area (sq um) | setup TNS, ns | util | setup slack (ns)
after floorplan | 1345 | 0 | - | 0.2128
after global placement | 2052 | 0 | 0.4952 | 0.04301
after detailed placement | 2052 | 0 | 0.4952 | 0.05382
after CTS | 2223 | 0 | 0.5365 | 0.01571
after global routing | 2238 | -0.007786 | 0.5402 | -0.007464
final | 2238 | 0 | 0.5402 | 0.03562
cells in the mapped netlist:
cell type | n | share of area
mux2_4 | 30 | 0.33
buf_12 | 3 | 0.045
dfrtp_1 | 32 | 0.60
mux2_2 | 2 | 0.017
buf_6 | 1 | 0.0084
power by group:
| part | switching (mW) | total [mW] | internal (mW) |
|---|---|---|---|
| Combinational | 0.135 | 0.618 | 0.483 |
| Clock | 0.396 | 0.952 | 0.556 |
| Sequential | 0.0602 | 1.36 | 1.30 |
worst paths after layout:
check,to,slack (ns),cells past startpoint
setup / recovery,q[14],0.04,1
hold / removal,q[25],0.31,2
setup reg to reg,q[26],0.11,3
hold reg to reg,q[29],0.51,1
max in group asynchronous,q[7],0.63,2
min in group clk0,q[11],0.45,3
final cells by class:
class                   count  share of cell area
repair buffers             85              0.3600
clock buffers               7             0.04304
flip-flops and latches     32              0.3577
well taps                  50             0.02795
multi-input cells          32              0.2113
cell families after synthesis:
logic type,count (synthesis),synth area share
buffers and inverters,4,0.05302
flip-flops,32,0.5954
multiplexers,32,0.3516
routing by layer:
layer / global-route usage / wire length (um)
met5: 0 / 0
met2: 0.1723 / 1218
met1: 0.1837 / 1209
met3: 0.05667 / 235
met4: 0.02041 / 31
what timing repair did:
item | 4_1_cts | 5_1_grt
buffers inserted | 10 | 6
endpoints found under the setup margin | 32 | 11
gates cloned | 0 | 0
gates resized | 64 | 6
Power and IR drop assume default switching activity.
