File: flow/config.mk
export PLATFORM = sky130hd
export DESIGN_NAME = mux21
export DESIGN_NICKNAME = mux21
export VERILOG_FILES = /design/flow/design.v
export SDC_FILE = /design/flow/constraint.sdc
export NUM_CORES = 4
export LEC_CHECK = 1
export CORE_AREA = 10 10 70 70
export DIE_AREA = 0 0 80 80
File: flow/constraint.sdc
current_design mux21

set clk_period 1.0
set clk_io_pct 0.2

create_clock -name clk0 -period $clk_period

set non_clock_inputs [all_inputs -no_clocks]
set_input_delay [expr $clk_period * $clk_io_pct] -clock clk0 $non_clock_inputs
set_output_delay [expr $clk_period * $clk_io_pct] -clock clk0 [all_outputs]
File: flow/design.v
module mux21 #(parameter WIDTH = 32)(
    input  logic             sel,
    input  logic [WIDTH-1:0] a,
    input  logic [WIDTH-1:0] b,
    output logic [WIDTH-1:0] s );
    assign s = (sel == 1'b1)? b : a;
endmodule : mux21
File: flow/run.sh
#!/bin/bash
# OpenROAD 26Q1-2900-gdf79404cd8, Yosys 0.63+post, stock flow scripts
make -C /OpenROAD-flow-scripts/flow DESIGN_CONFIG=/design/flow/config.mk WORK_HOME=/design/flow/orfs finish
==> impl_metrics.ini <==
; yosys + openroad results
[pwr]
peakVddDrop_mv = 0.173
internal_power_uw = 519
clockPowerShare_pct = 0
netSwitchingPower_uw = 141
p_per_area_nw_per_um2 = 389
p_leak_uw = 0.000990
sw_frac_of_total_pct = 21.3
seqPwrFrac_pct = 0
pwr-share-comb_pct = 100.0

[grt]
antenna_found_initial = 0
grt_pass1_vias = 824
grt_overflow = 0
grt_max_degree = 8
grt_pass1_wl_mm = 4.15
grt_use_total_pct = 7.87

[floorplanning]
die_height_um = 80
placementRows = 21
die-area_um2 = 6400
coreArea_um2 = 3420
die-width_um = 80
fp_util_pct = 15.9
pin_count = 97

[setup_path]
critPathKind = primary input to primary output
cp-end-kind = primary output
worstSetupStartpointType = primary input
critical_path_arrival_ns = 0.98
cp_common_cell = buf_12
cpPeakStageDelay_ns = 0.30
crit_slowest_cell = mux2_4
required_ns = 0.80
crit_path_cell_trace = buf_12, buf_12, buf_8, mux2_4, buf_6
worstPathMaxFanout = 7

[drt]
n_antenna_cell = 0
firstDrtPassIters = 2
drt_iter0_markers = 4
drc = 0
wire_per_inst_um = 14.8
routed_wl_mm = 2.85
num_vias = 730
via_per_inst = 3.80
ant_nets = 0

[place]
place.gp.congestion = 0.760
portBuffers = 97
placed_cells = 177
hpwl_mm = 2.40

[layout]
area.sequential_um2 = 0
nFillCells = 327
stdcell_count = 192
n_clock_buffer = 0
flop-count = 0
most-common-layout-cells = dlygate4sd2_1, mux2_4, buf_6
area_delta_synth_final_pct = 212
lay_top_count = dlygate4sd2_1
drive_gt1_share_pct = 56.2

[timing]
post-route-min-period_ns = 1.18
setup_ws_ns = -0.175
setup_viol = 32
relSlewSlack_pct = 95.9
hold_ws_ns = 0.694
finalCritPeriodShare_pct = 118
max_clock_freq_mhz = 851
hold_viol = 0
drv_slew = 0
rsz0062_at_grt = yes
tightest_slew_ns = 0.0611

[worst_hold_path]
holdPathEnd = s[24]
hold_path_class = primary input to primary output
hold_path.startpoint = a[24]
hold_depth = 3

[run]
warnings = 34
max-cap-violations = 0

[yosys]
ys_types = 4
syn_inst = 36
yosys_cells = 36
yosys_area_um2 = 544
yosysSeqAreaShare_pct = 0
syn-cell-area_um2 = 544
yosysWarningCount = 0
synth_area_per_cell_um2 = 15.1

[clock_tree]
holdBufCountCts = 0

[status]
violations = setup timing
status = finished, violations left
## power groups by stage
stage / logic (uW) / clock network, uW / registers, uW
4_1_cts: 644 / 0 / 0
5_1_grt: 706 / 0 / 0
6_report: 660 / 0 / 0
## layer usage
metal / vias up / part of all wire (%) / GRT usage (%)
met5: - / 0 / 0
met4: 0 / 0 / 0
met3: 0 / 11 / 3.07
met2: 51 / 49 / 14.3
met1: 317 / 40 / 8.97
li1: 362 / - / -
## Yosys cell counts
cell,instances,area share (%)
mux2_2,2,4.1
buf_12,3,11
mux2_4,30,83
buf_6,1,2.1
## layout make-up
cell class,instances,area [um^2],area share [%]
Tap cell,46,57.6,3.39
Timing Repair Buffer,114,1160,68.3
Multi-Input combinational cell,32,480,28.3
## cells by family after synthesis
logic type	after synthesis	synth area share (%)
muxes	32	86.9
buffers and inverters	4	13.1
## per-stage QoR
step	instance area, um^2	TNS [ns]	setup slack (ns)	utilization [%]	power (uW)
after floorplan	544	0	0.0669	-	206
after global placement	1540	-15.25	-0.492	45.0	654
after detailed placement	1540	-15.27	-0.497	45.0	655
after CTS	1610	-5.20	-0.178	47.0	644
after global routing	1700	-5.62	-0.194	49.7	706
final	1700	-5.03	-0.175	49.7	660
## what timing repair did
| item | in CTS | in global routing |
|---|---|---|
| endpoints found under the setup margin | 32 | 32 |
| cloned | 1 | 0 |
| resized | 170 | 23 |
| setup buffers | 14 | 0 |
| pin swaps | 0 | 0 |
## critical path: cells and delay by family
kind                   cells  cell delay, ns
buffers and inverters      4            0.47
muxes                      1            0.30
## worst max path at each step
stage	startpoint	to	slack, ns
6_report	sel	s[31]	-0.18
5_1_grt	sel	s[31]	-0.19
4_1_cts	sel	s[0]	-0.18
Power and IR drop assume default switching activity.
